==> ./design.v <==
module predictor(
    pc,
    pc_update,
    prediction,
    update,
    taken,
    clk,
    rst_b
);
input [31:0] pc;
input [31:0] pc_update;
input update;
input clk;
input rst_b;
input taken;
output prediction;
parameter k = 4;
parameter j = 2;
reg [k-1:0] GHR;
reg [j-1:0] PHT [2**k-1:0];
integer i;
wire [k-1:0] idx, idx2;
assign idx = pc_update[k+1:2] ^ GHR;
assign idx2 = pc[k+1:2] ^ GHR;
assign prediction = PHT[idx2] >= 2**(j-1);
always @(posedge clk, negedge rst_b) begin
    if (rst_b == 0) begin
        GHR <= 2**k-1; 
        for (i = 0; i < 2**k; i = i + 1) begin
            PHT[i] <= 2**(j-1);
        end
    end else begin
        if (update) begin
            if (taken && PHT[idx] != 2**j-1) begin
                PHT[idx] <= PHT[idx] + 1;
            end else if (~taken && PHT[idx] != 0) begin
                PHT[idx] <= PHT[idx] - 1;
            end
            GHR <= {GHR[k-2:0], taken};
        end
    end
end
endmodule
==> ./run.sh <==
#!/bin/bash
# OpenROAD 26Q1-2900-gdf79404cd8, Yosys 0.63+post, stock flow scripts
make -C /OpenROAD-flow-scripts/flow DESIGN_CONFIG=/design/flow/config.mk WORK_HOME=/design/flow/orfs finish
==> ./config.mk <==
export PLATFORM = sky130hd
export DESIGN_NAME = predictor
export DESIGN_NICKNAME = predictor
export VERILOG_FILES = /design/flow/design.v
export SDC_FILE = /design/flow/constraint.sdc
export NUM_CORES = 4
export LEC_CHECK = 1
export CORE_UTILIZATION = 50
==> ./constraint.sdc <==
current_design predictor

set clk_period 6.8
set clk_io_pct 0.2

create_clock -name clk0 -period $clk_period [get_ports {clk}]

set non_clock_inputs [all_inputs -no_clocks]
set_input_delay [expr $clk_period * $clk_io_pct] -clock clk0 $non_clock_inputs
set_output_delay [expr $clk_period * $clk_io_pct] -clock clk0 [all_outputs]
==> qor.log <==
[sta] Final Hold Violation Tally 0
[run] Max-cap violations 0
[logic_synthesis] part of the Yosys area used for sequential elements 37.3%
[grt] first-pass GRT wire length 10.0 mm
[critical_path] worst endpoint required time 5.44 ns
[sta] worst-case headroom to the max-slew limit 48.0%
[logic_synthesis] async set-reset flop share out of synthesis 100%
[clock_network] buffer levels on the longest clock path 2
[grt] number of global-route vias before repair 1876
[die] vertical extent of the die 72.4 µm
[clock_network] total of cells resized after clock tree synthesis 0
[logic_synthesis] yosys cell count 249
[clock_network] Hold Buf Count CTS 0
[clock_network] CTS tree yes
[logic_synthesis] number of enable-type register cells in the synthesized netlist 0
[power_and_ir_drop] Power Dens Cells 368 nW/µm²
[logic_synthesis] adder and majority gate portion of the synthesized area 0%
[die] Chip Footprint 5250 µm²
[sta] Layout Skew 0.0132 ns
[clock_network] H-tree Lvls 2
[power_and_ir_drop] Static Leakage 1.02 nW
[logic_synthesis] YS chip area 2480 µm²
[die] I/O pin total 69
[logic_synthesis] unique cell type count in the Yosys netlist 58
[clock_network] clock network latency to the later pin of the worst-skew pair 0.29 ns
[finish] share of the core filled with cells 57.8%
[grt] overflow left after global routing 0
[route] mean number of vias per cell 5.92
[grt] combined global-route utilization of all metal layers 26.6%
[die] starting utilization of the core area 52.2%
[logic_synthesis] xor/xnor share of the synthesized area 6.56%
[logic_synthesis] multiplexer area fraction after synthesis 14.6%
[logic_synthesis] top comb family, area AND-OR/OR-AND gates
[grt] antenna violations before repair 0
[sta] post-route setup slack 1.71 ns
[logic_synthesis] post-synthesis register bit count 36
[sta] fin crit period 5.09 ns
[route] starting DRC count in detailed routing 98
[logic_synthesis] combined area of all synthesized cells 2480 µm²
[clock_network] CTS Root Cell sky130_fd_sc_hd__clkbuf_8
[sta] total negative slack 0 ns
[critical_path] largest fanout on the critical path 4
[place] Setup WS pre-CTS 1.68 ns
[sta] share of the clock period used by the worst path 74.8%
[critical_path] crit path capture type output pin
[route] DRC violations left 0
[place] sum of net half-perimeters after detailed placement 4.48 mm
[run_status] outcome completed
[sta] max-slew violation total from the final report 0
[finish] area grow syn2layout 10.7%
[logic_synthesis] total of warnings raised by yosys 2
[route] total number of vias 1953
[logic_synthesis] Syn Inst Count 249
[sta] Min Hold Slack 0.477 ns
[critical_path] Crit Path Category primary input to output pin
[route] wire length after detailed routing 6.25 mm
[sta] maximum clock frequency 196 MHz
[run] tool warning count 81
[clock_network] number of CTS-inserted buffers 5
[logic_synthesis] post-synthesis share of cell area spent on and, or, nand and nor gates 13.5%
[logic_synthesis] mean post-synth cell area 9.96 µm²
[die] die width 72.4 µm
[clock_network] clock sink count 36
[die] row count 25
[power_and_ir_drop] maximum ir drop on the vdd rail 0.172 mV
[critical_path] Critical Path Source Type primary input
[clock_network] register clock-pin slew on the reported worst setup and hold paths 0.07 ns
[logic_synthesis] Post-Synth AOI/OAI Area 25.0%
[place] Final Wtd Congestion 0.876
[route] count of nets left with antenna violations after detail routing 0
[sta] unrepaired setup endpoints after global routing no
[route] Antenna Diode Count 0
[route] Wirelength per Cell 18.9 µm
[grt] largest net degree at the start of global routing 37
[critical_path] Arr. time, crit path 3.73 ns
[sta] setup-violating endpoint count in the final report 0
[clock_network] setup repair bufs after CTS 0
[die] standard cell core area 4750 µm²
[finish] filler instances 413
[worst_hold_path] type of the most critical hold path flop to flop
[place] count of input and output buffers 12
[logic_synthesis] commonest register cell after synthesis sky130_fd_sc_hd__dfstp_2
[finish] fraction of final layout cells sized beyond drive strength 1 25.9%
[sta] transition time at the pin with the least slew margin 0.776 ns
[route] first-pass detailed-route iteration total 4
-- layer usage --
| metal | up-vias | share of wire (%) | global-route usage, % |
|---|---|---|---|
| met3 | 6 | 5.1 | 3.94 |
| met1 | 936 | 50 | 44.5 |
| met4 | 0 | 1.1 | 1.96 |
| li1 | 962 | - | - |
| met2 | 49 | 44 | 40.3 |
| met5 | - | 0 | 0 |
-- flip-flops by register name, indices dropped and copies added (netlist names) --
signal,count
PHT,32
GHR,4
-- worst paths after layout --
path | depth (start not counted) | startpoint | slack, ns | endpoint
worst max-delay path | 7 | pc[2] | 1.71 | prediction
worst min-delay path | 2 | PHT[11][1] | 0.48 | PHT[11][1]
worst max register to register | 9 | GHR[3] | 3.28 | PHT[4][0]
worst min register to register | 2 | PHT[11][1] | 0.48 | PHT[11][1]
max in group asynchronous | 2 | rst_b | 5.34 | PHT[4][1]
min in group asynchronous | 2 | rst_b | 1.11 | PHT[9][0]
-- synth_stat cells, types with 2 or more instances --
cell type | instances | share of area, %
sky130_fd_sc_hd__nor2_1 | 25 | 3.8
sky130_fd_sc_hd__dfstp_2 | 20 | 21
sky130_fd_sc_hd__nand2_1 | 20 | 3.0
sky130_fd_sc_hd__dfrtp_1 | 16 | 16
sky130_fd_sc_hd__o21ai_0 | 14 | 2.8
sky130_fd_sc_hd__mux2_2 | 12 | 5.4
sky130_fd_sc_hd__a21oi_1 | 10 | 2.0
sky130_fd_sc_hd__nand3_1 | 8 | 1.6
sky130_fd_sc_hd__o21ai_1 | 8 | 1.6
sky130_fd_sc_hd__a211oi_1 | 7 | 2.1
sky130_fd_sc_hd__inv_1 | 7 | 1.1
sky130_fd_sc_hd__mux2i_1 | 7 | 2.8
sky130_fd_sc_hd__mux2_1 | 6 | 2.7
sky130_fd_sc_hd__nor4_1 | 5 | 1.3
sky130_fd_sc_hd__a21o_1 | 4 | 1.2
sky130_fd_sc_hd__a2bb2oi_1 | 4 | 1.4
sky130_fd_sc_hd__a31oi_1 | 4 | 1.0
sky130_fd_sc_hd__and3_1 | 4 | 1.0
sky130_fd_sc_hd__mux4_2 | 4 | 3.6
sky130_fd_sc_hd__xnor2_1 | 4 | 1.4
sky130_fd_sc_hd__xor2_1 | 4 | 1.4
sky130_fd_sc_hd__buf_4 | 3 | 0.91
sky130_fd_sc_hd__nor3_1 | 3 | 0.60
sky130_fd_sc_hd__o21ai_2 | 3 | 1.1
sky130_fd_sc_hd__o22a_1 | 3 | 1.1
sky130_fd_sc_hd__o22ai_1 | 3 | 0.76
sky130_fd_sc_hd__xnor2_2 | 3 | 2.0
sky130_fd_sc_hd__buf_1 | 2 | 0.30
sky130_fd_sc_hd__buf_2 | 2 | 0.40
sky130_fd_sc_hd__clkbuf_1 | 2 | 0.30
sky130_fd_sc_hd__nor2b_1 | 2 | 0.50
sky130_fd_sc_hd__o211ai_1 | 2 | 0.60
sky130_fd_sc_hd__o32a_1 | 2 | 0.81
sky130_fd_sc_hd__o32ai_1 | 2 | 0.71
-- critical path: stages --
cell                              delay, ns
sky130_fd_sc_hd__clkdlybuf4s50_1       0.41
sky130_fd_sc_hd__xnor2_1               0.56
sky130_fd_sc_hd__mux4_2                0.58
sky130_fd_sc_hd__nor2b_1               0.14
sky130_fd_sc_hd__a211oi_1              0.21
sky130_fd_sc_hd__a21oi_1               0.06
sky130_fd_sc_hd__clkdlybuf4s50_1       0.40
-- layout by cell type, fill, tap and decap left out, types with 2 or more instances in the layout --
master,count
sky130_fd_sc_hd__o21ai_1,8
sky130_fd_sc_hd__o211ai_1,2
sky130_fd_sc_hd__and3_1,4
sky130_fd_sc_hd__nor4_1,5
sky130_fd_sc_hd__mux2i_1,7
sky130_fd_sc_hd__o32ai_1,2
sky130_fd_sc_hd__o22ai_1,3
sky130_fd_sc_hd__clkdlybuf4s50_1,11
sky130_fd_sc_hd__a21o_1,4
sky130_fd_sc_hd__inv_1,7
sky130_fd_sc_hd__o21ai_0,14
sky130_fd_sc_hd__clkinv_2,2
sky130_fd_sc_hd__mux4_2,4
sky130_fd_sc_hd__nand2_1,20
sky130_fd_sc_hd__a21oi_1,10
sky130_fd_sc_hd__o21ai_2,3
sky130_fd_sc_hd__a211oi_1,7
sky130_fd_sc_hd__a2bb2oi_1,4
sky130_fd_sc_hd__nor2_1,25
sky130_fd_sc_hd__clkbuf_8,6
sky130_fd_sc_hd__a31oi_1,4
sky130_fd_sc_hd__xor2_1,4
sky130_fd_sc_hd__o32a_1,2
sky130_fd_sc_hd__mux2_1,6
sky130_fd_sc_hd__nor2b_1,2
sky130_fd_sc_hd__nand3_1,8
sky130_fd_sc_hd__o22a_1,3
sky130_fd_sc_hd__dfstp_2,20
sky130_fd_sc_hd__xnor2_1,4
sky130_fd_sc_hd__buf_4,3
sky130_fd_sc_hd__nor3_1,3
sky130_fd_sc_hd__xnor2_2,3
sky130_fd_sc_hd__dfrtp_1,16
sky130_fd_sc_hd__mux2_2,12
-- metrics by stage --
stage	total power [mW]	cell area [µm²]	instances
6_report	1.01	2750	330
5_1_grt	1.08	2750	330
4_1_cts	1.02	2750	330
3_5_place_dp	0.856	2660	322
3_3_place_gp	0.852	2660	322
2_1_floorplan	0.732	2480	249
-- report_power, final --
part           internal (mW)  leakage [nW]  switching [mW]
logic                  0.192         0.564           0.274
clock network         0.0808        0.0510          0.0749
registers              0.323         0.407          0.0640
total                  0.596          1.02           0.413
-- logic make-up (layout without fill, tap and decap cells) --
group                     count (synthesis)  in the layout
AOI/OAI and AO/OA                        82             82
and+or+nand+nor                          73             73
DFF                                      36             36
muxes                                    29             29
buffers and inverters                    16             30
xor gates and xnor gates                 13             13
-- area by class of cell --
class | instances | area [µm²] | area share, %
clock buffers | 6 | 82.6 | 3.01
clock inverters | 2 | 10.0 | 0.364
inverters | 7 | 26.3 | 0.956
multi-input cells | 197 | 1480 | 53.9
flip-flops and latches | 36 | 926 | 33.7
well taps | 67 | 83.8 | 3.05
repair buffers | 15 | 138 | 5.01
Power is estimated from default activity; no workload was simulated.
